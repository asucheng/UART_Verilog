`flow/design.v`:
```
`timescale 1ns / 1ps
module MLUART_TX(
    input         CLK_100MHZ,          
    input         reset,
    input         clk_en_16_x_baud,    
    input  [7:0]  data_in,             
    input         send_data,           
    output        UART_TX,             
    output        send_data_complete   
    );
parameter [3:0] 
                idle        = 4'd0,   
                tstart      = 4'd1,   
                td0         = 4'd2,   
                td1         = 4'd3,   
                td2         = 4'd4,   
                td3         = 4'd5,   
                td4         = 4'd6,   
                td5         = 4'd7,   
                td6         = 4'd8,   
                td7         = 4'd9,   
                tstop       = 4'd10,  
                send_strobe = 4'd11;  
reg [3:0] state, next_state;
reg [3:0] scount4;  
reg UART_TX_r;
always @(posedge CLK_100MHZ) begin
    if (reset) 
        state <= idle;
    else
        state <= next_state;
end
always @(*) begin
    if (clk_en_16_x_baud == 1'b1) begin
        case (state)
            idle:       if (send_data == 1'b1) next_state = tstart;
            tstart:      if (scount4 == 4'hF) next_state = td0;
            td0:         if (scount4 == 4'hF) next_state = td1;
            td1:         if (scount4 == 4'hF) next_state = td2;
            td2:         if (scount4 == 4'hF) next_state = td3;
            td3:         if (scount4 == 4'hF) next_state = td4;
            td4:         if (scount4 == 4'hF) next_state = td5;
            td5:         if (scount4 == 4'hF) next_state = td6;
            td6:         if (scount4 == 4'hF) next_state = td7;
            td7:         if (scount4 == 4'hF) next_state = tstop;
            tstop:       next_state = send_strobe;
            send_strobe: next_state = idle;
            default:     next_state = idle;
        endcase
    end
end
assign send_data_complete = (state == send_strobe);
assign UART_TX = UART_TX_r;
always @(posedge CLK_100MHZ) begin
    if (reset)
        UART_TX_r <= 1'b1;
    else if (clk_en_16_x_baud == 1'b1) begin
        case (state)
            idle:       UART_TX_r <= 1'b1;  
            tstart:     UART_TX_r <= 1'b0;      
            td0:        UART_TX_r <= data_in[0];
            td1:        UART_TX_r <= data_in[1];
            td2:        UART_TX_r <= data_in[2];
            td3:        UART_TX_r <= data_in[3];
            td4:        UART_TX_r <= data_in[4];
            td5:        UART_TX_r <= data_in[5];
            td6:        UART_TX_r <= data_in[6];
            td7:        UART_TX_r <= data_in[7];
            tstop:      UART_TX_r <= 1'b1;      
            default:    UART_TX_r <= 1'b1;      
        endcase
    end
end
always @(posedge CLK_100MHZ) begin
    if (clk_en_16_x_baud == 1'b1) begin
        case (state)
            tstart, td0, td1, td2, td3, td4, td5, td6, td7, tstop: 
                scount4 <= scount4 + 4'd1;
            default: 
                scount4 <= 4'd0;
        endcase
    end
end
endmodule
`timescale 1ns / 1ps
module UART_TX_AXIS #(parameter DATA_WIDTH = 8)(
    input  wire        aclk,                
    input  wire        aresetn,             
    input  wire        clk_en_16_x_baud,    
    input  wire        fifo_almost_empty,    
    input  wire [7:0]  s_axis_tdata,        
    input  wire        s_axis_tvalid,       
    output reg         s_axis_tready,       
    output wire        UART_TX             
);
localparam IDLE = 2'b00, 
           SEND = 2'b01;
reg [1:0] current_state, next_state;
reg [DATA_WIDTH-1:0] tx_data;  
reg tx_start;                  
wire send_data_complete;        
MLUART_TX uart_tx (
    .CLK_100MHZ(aclk),
    .reset(!aresetn),
    .clk_en_16_x_baud(clk_en_16_x_baud),
    .data_in(tx_data),          
    .send_data(tx_start),       
    .UART_TX(UART_TX),          
    .send_data_complete(send_data_complete)
);
always @(posedge aclk) begin
    if (!aresetn)
        current_state <= IDLE;
    else
        current_state <= next_state;
end
always @(*) begin
    case (current_state)
        IDLE: begin
            if (s_axis_tvalid && !fifo_almost_empty)    
                next_state = SEND;
            else
                next_state = IDLE;
        end
        SEND: begin
            if (send_data_complete)               
                next_state = IDLE;
            else
                next_state = SEND;
        end
        default: next_state = IDLE;
    endcase
end
always @(posedge aclk) begin
    if (!aresetn) begin
        s_axis_tready <= 1'b0;   
        tx_data <= 8'b0;
        tx_start <= 1'b0;
    end else begin
        case (current_state)
            IDLE: begin
                if (s_axis_tvalid && !fifo_almost_empty) begin   
                    tx_data <= s_axis_tdata;                
                    s_axis_tready <= 1'b1;                  
                    tx_start <= 1'b1;                       
                end 
            end
            SEND: begin
                if (send_data_complete) begin
                    tx_start <= 1'b0;                       
                    s_axis_tready <= 1'b0;                  
                end
            end
        endcase
    end
end
endmodule
```
`flow/constraint.sdc`:
```
current_design UART_TX_AXIS

set clk_period 2.0
set clk_io_pct 0.2

create_clock -name clk0 -period $clk_period [get_ports {aclk}]

set non_clock_inputs [all_inputs -no_clocks]
set_input_delay [expr $clk_period * $clk_io_pct] -clock clk0 $non_clock_inputs
set_output_delay [expr $clk_period * $clk_io_pct] -clock clk0 [all_outputs]
```
`flow/run.sh`:
```
#!/bin/bash
# OpenROAD 26Q1-2900-gdf79404cd8, Yosys 0.63+post, stock flow scripts
make -C /OpenROAD-flow-scripts/flow DESIGN_CONFIG=/design/flow/config.mk WORK_HOME=/design/flow/orfs finish
```
`flow/config.mk`:
```
export PLATFORM = sky130hd
export DESIGN_NAME = UART_TX_AXIS
export DESIGN_NICKNAME = UART_TX_AXIS
export VERILOG_FILES = /design/flow/design.v
export SDC_FILE = /design/flow/constraint.sdc
export NUM_CORES = 4
export LEC_CHECK = 1
export CORE_AREA = 10 10 108 108
export DIE_AREA = 0 0 118 118
```
==> out/metrics.csv <==
stage,metric,value,unit
run_status,status,finished clean,
logic_synthesis,yosys stat chip area,1065,µm²
sta,unrepaired setup endpoints after global routing,false,
logic_synthesis,Syn Area/Cell,10.24,µm²
sta,setup ws final,473.6,ps
finish,Area Growth Syn to Fin,29.49,%
power,Leak,0.5014,nW
route,vias per cell,2.964,
clock_tree,total CTS buffers,3,
sta,final hold violations,0,
power,Max VDD drop,344.9,µV
critical_path,cell chain of the critical path,clkdlybuf4s50_1,
logic_synthesis,"top cells, area","dfxtp_1 (30%), edfxtp_1 (11%), mux2i_1 (10%), dlxtn_1 (5.6%), nor2b_1 (4.7%)",
floorplan,Chip Area,13920,µm²
placed_design,DPL Wire Length,1585,µm
logic_synthesis,async set-reset flop share out of synthesis,0,%
clock_tree,Root Buffer,clkbuf_8,
critical_path,Critical Path AT,1130,ps
critical_path,stages on the worst setup path,1,
sta,fin crit period,1526,ps
route,initial DRC count,43,
sta,final setup vio count,0,
logic_synthesis,synth unique cells,36,
critical_path,"CP delay by family, top",buffers and inverters,
critical_path,Critical Path RT,1600,ps
floorplan,fp_density,11.47,%
placed_design,dpl ws,332.0,ps
flow_run,Max-cap violations,0,
floorplan,core area,9284,µm²
critical_path,worst setup path startpoint,tx_start$_SDFFE_PN0P_,
logic_synthesis,Syn Std Cell Area,1065,µm²
global_route,first-pass GRT wire length,3608,µm
logic_synthesis,"EDFF count, synth",4,
critical_path,Setup crit end,s_axis_tready,
route,Diodes inserted,0,
finish,most common logic cell in the routed design,dfxtp_1,
logic_synthesis,top cell type by total area after synthesis,dfxtp_1,
global_route,initial antenna violation count,0,
logic_synthesis,Synthesis Warnings,2,
route,1st-pass router iterations,2,
floorplan,Die Y,118,µm
route,post-route DRC violation count,0,
critical_path,CP Max Fanout,3,
floorplan,number of I/O pins,15,
critical_path,reg-to-reg setup timing slack,560,ps
critical_path,FF-to-FF Start,uart_tx.state[0]$_SDFF_PN0_,
clock_tree,clk latency late pin,260,ps
critical_path,slowest CP cell,clkdlybuf4s50_1,
sta,fin crit share,76.32,%
flow_run,tool warnings,25,
sta,Clock Skews,1.225,ps
power,PwrDens,641.4,nW/µm²
critical_path,Buf/Inv on CP,1,
sta,f_max,655.1,MHz
critical_path,r2r worst-path depth,3,
clock_tree,clk slew on worst S/H paths,70,ps
logic_synthesis,ys flops,24,
clock_tree,buffer count from post-CTS setup fixing,0,
route,Wirelength per Cell,8.822,µm
sta,fin. max-slew vios,0,
global_route,GRT Overall Usage,3.125,%
placed_design,final RePlAce weighted congestion,0.7861,
clock_tree,H-tree lvl count,1,
clock_tree,CTS tree,done,
finish,"commonest cells after routing, fill and taps aside","dfxtp_1 (16), clkdlybuf4s50_1 (14), mux2i_1 (11), nor2_1 (9), nor2b_1 (8)",
route,Routed Antenna Nets,0,
sta,Fin Setup TNS,0,ps
route,Vias,732,
sta,register pins left without a clock,4,
critical_path,CP Capture Type,output port,
clock_tree,deepest clock path buffer count,2,
global_route,vias in the first global route,702,
clock_tree,# resized after CTS,0,
placed_design,PortBufs,14,
logic_synthesis,Dominant cell area share,30.08,%
route,WL final,2179,µm
global_route,largest net degree at the start of global routing,17,
sta,Slew headroom,68.76,%
sta,number of unconstrained endpoints,4,
critical_path,CP Launch Type,register,
logic_synthesis,Post-Synthesis Cells,104,
critical_path,worst setup path class,register to output port,
sta,Least-Margin Pin Slew,468.0,ps
critical_path,"slowest stage delay, CP",490,ps
logic_synthesis,Commonest flop,dfxtp_1,
finish,layout cells sized above 1,11.86,%
critical_path,reg-to-reg endpoint,uart_tx.UART_TX_r$_SDFFE_PN1P_,
floorplan,Die Width,118,µm
min_path,worst min path class,register to register,
clock_tree,Hold Buf Count CTS,0,
logic_synthesis,# Cells Yosys,104,
floorplan,row count,35,
global_route,total grt overflow,0,
cell families after synthesis:
group | after synthesis | share of synthesized area [%]
AOI/OAI and AO/OA | 15 | 11.28
xor gates and xnor gates | 4 | 3.291
adders and majority gates | 1 | 1.175
buffers and inverters | 11 | 6.227
DFF | 20 | 41.36
latches | 4 | 5.641
muxes | 12 | 11.75
and+or+nand+nor | 37 | 19.27
cell type report:
cell class | instances | area [µm²]
Multi-Input combinational cell | 69 | 498.0
Inverter | 5 | 18.77
Clock buffer | 4 | 45.04
Tap cell | 129 | 161.4
Sequential cell | 24 | 500.5
Timing Repair Buffer | 16 | 155.1
Fill cell | 1070 | 7905
cells in the mapped netlist (2+ instances only):
cell      count
inv_1         4
buf_2         2
a21oi_1       5
edfxtp_1      4
dlxtn_1       4
and2_1        4
nor2_1        9
dfxtp_1      16
nor2b_1       8
nand2_1       4
buf_6         3
nor3_1        2
nand3_1       4
xnor2_1       3
mux2i_1      11
routing by layer:
| metal | share of wire [%] | track usage (%) | vias up |
|---|---|---|---|
| met1 | 54 | 4.567 | 332 |
| met4 | 0.96 | 0.3864 | 0 |
| li1 | - | - | 385 |
| met3 | 4.2 | 1.118 | 2 |
| met5 | 0 | 0 | - |
| met2 | 41 | 4.406 | 13 |
flip-flops by register name (all words and copies together) (netlist names):
signal,cells
tx_data,8
uart_tx.UART_TX_r,1
uart_tx.state,4
uart_tx.scount4,4
current_state,2
tx_start,1
uart_tx.next_state,4
report_power, final:
group          leakage [nW]  internal [W]  switching, W
Clock                0.0228      0.000142      0.000133
Sequential            0.204      0.000451     0.0000271
Combinational         0.275     0.0000777     0.0000538
worst min-delay path by stage:
| stage | start | end | depth (start not counted) |
|---|---|---|---|
| final | current_state[1]$_DFF_P_ | current_state[1]$_DFF_P_ | 2 |
| after global routing | current_state[1]$_DFF_P_ | current_state[0]$_DFF_P_ | 2 |
| after CTS | current_state[1]$_DFF_P_ | current_state[0]$_DFF_P_ | 2 |
through the flow:
step | total power [W] | utilization [%] | area (µm²) | instances | hold WS [ps]
2_1_floorplan | 0.0005694 | - | 1065 | 104 | 460.9
3_3_place_gp | 0.0006181 | 14.37 | 1334 | 243 | 475.5
3_5_place_dp | 0.0006199 | 14.37 | 1334 | 243 | 488.0
4_1_cts | 0.0008981 | 14.85 | 1379 | 247 | 496.9
5_1_grt | 0.0009366 | 14.85 | 1379 | 247 | 519.3
6_report | 0.0008844 | 14.85 | 1379 | 247 | 496.7
Power and IR drop assume default switching activity.
