[flow/constraint.sdc]
current_design UART_RX_AXIS

set clk_period 2.3
set clk_io_pct 0.2

create_clock -name clk0 -period $clk_period [get_ports {aclk}]

set non_clock_inputs [all_inputs -no_clocks]
set_input_delay [expr $clk_period * $clk_io_pct] -clock clk0 $non_clock_inputs
set_output_delay [expr $clk_period * $clk_io_pct] -clock clk0 [all_outputs]
[flow/design.v]
`timescale 1ns / 1ps
module MLUART_RX (
    input           CLK_100MHZ,
    input           reset,
    input           clk_en_16_x_baud,
    input           UART_RX,
    output          read_data_complete,
    output  [7:0]   data_out  
);
parameter   idle         = 4'd0,
            rstart       = 4'd1,
            rd0          = 4'd2,
            rd1          = 4'd3,
            rd2          = 4'd4,
            rd3          = 4'd5,
            rd4          = 4'd6,
            rd5          = 4'd7,
            rd6          = 4'd8,
            rd7          = 4'd9,
            rstop        = 4'd10,
            read_strobe  = 4'd11;
reg [3:0] state, nstate;
reg [3:0] scount4;
reg [7:0] data_out_reg;
reg [7:0] shift_reg;
assign data_out = data_out_reg;
always @(posedge CLK_100MHZ) begin
    if (reset) begin
        state <= idle;
    end else begin
        state <= nstate;
    end
end
always @(*) begin
    if (clk_en_16_x_baud == 1'b1) begin
        case (state)
            idle:         if (UART_RX == 1'b0) nstate = rstart;
            rstart:       if (scount4 == 4'hF) nstate = rd0;
            rd0:          if (scount4 == 4'hF) nstate = rd1;
            rd1:          if (scount4 == 4'hF) nstate = rd2;
            rd2:          if (scount4 == 4'hF) nstate = rd3;
            rd3:          if (scount4 == 4'hF) nstate = rd4;
            rd4:          if (scount4 == 4'hF) nstate = rd5;
            rd5:          if (scount4 == 4'hF) nstate = rd6;
            rd6:          if (scount4 == 4'hF) nstate = rd7;
            rd7:          if (scount4 == 4'hF) nstate = rstop;
            rstop:        nstate = read_strobe;
            read_strobe:  nstate = idle;
            default:      nstate = idle;
        endcase
    end
end
assign read_data_complete = (state == read_strobe);
always @(posedge CLK_100MHZ) begin
    if (reset) 
        data_out_reg <= 8'b00000000;
    else if (clk_en_16_x_baud == 1'b1) begin
        case (state)
            rstop:      data_out_reg <= shift_reg;
            default:    data_out_reg <= data_out_reg;
        endcase
    end
end
always @(posedge CLK_100MHZ) begin
    if (reset) 
        scount4 <= 4'd0;
    else if (clk_en_16_x_baud == 1'b1) begin
        case (state)
            rstart, rd0, rd1, rd2, rd3, rd4, rd5, rd6, rd7, rstop:
            scount4 <= scount4 + 4'd1;
            default:   scount4 <= 4'd0;
        endcase
    end
end
always @(posedge CLK_100MHZ) begin
    if (reset) 
        shift_reg <= 8'b00000000;
    else if (clk_en_16_x_baud == 1'b1) begin
        case (state)
            rd0, rd1, rd2, rd3, rd4, rd5, rd6, rd7: begin
                if (scount4 == 4'h8)
                    shift_reg <= {UART_RX, shift_reg[7:1]};
            end
            default: ;
        endcase
    end
end
endmodule
`timescale 1ns / 1ps
module UART_RX_AXIS(
    input  wire                     aclk,               
    input  wire                     aresetn,            
    input  wire                     UART_RX,            
    input  wire                     clk_en_16_x_baud,   
    input  wire                     m_axis_tready,      
    input  wire                     fifo_almost_full,   
    output reg                      m_axis_tvalid,      
    output reg [7:0]                m_axis_tdata        
    );
parameter  IDLE = 0,
           SEND = 1;
reg current_state, next_state;
wire [7:0] read_data;     
wire read_data_complete;             
MLUART_RX uart_rx (
    .CLK_100MHZ(aclk),
    .reset(!aresetn),
    .clk_en_16_x_baud(clk_en_16_x_baud),
    .read_data_complete(read_data_complete),
    .data_out(read_data),
    .UART_RX(UART_RX)
);
always @(posedge aclk) begin
    if (!aresetn)
        current_state <= IDLE;
    else 
        current_state <= next_state;
end
always @(*) begin
    case (current_state)
        IDLE: begin
            if (read_data_complete && !fifo_almost_full)  
                next_state = SEND;
            else
                next_state = IDLE;
        end
        SEND: begin
            if (m_axis_tready) 
                next_state = IDLE;
            else
                next_state = SEND;
        end
        default: next_state = IDLE;
    endcase
end
always @(posedge aclk) begin
    if (!aresetn) begin
        m_axis_tvalid <= 1'b0;
        m_axis_tdata  <= 8'b0;
    end else begin
        case (current_state)
            IDLE: begin
                if (read_data_complete && !fifo_almost_full) begin
                    m_axis_tdata  <= read_data;   
                    m_axis_tvalid <= 1'b1;        
                end else begin
                    m_axis_tvalid <= m_axis_tvalid;
                end
            end
            SEND: begin
                if (m_axis_tready) begin
                    m_axis_tvalid <= 1'b0;   
                end else
                    m_axis_tvalid <= m_axis_tvalid;
            end
        endcase
    end
end
endmodule
[flow/run.sh]
#!/bin/bash
# OpenROAD 26Q1-2900-gdf79404cd8, Yosys 0.63+post, stock flow scripts
make -C /OpenROAD-flow-scripts/flow DESIGN_CONFIG=/design/flow/config.mk WORK_HOME=/design/flow/orfs finish
[flow/config.mk]
export PLATFORM = sky130hd
export DESIGN_NAME = UART_RX_AXIS
export DESIGN_NICKNAME = UART_RX_AXIS
export VERILOG_FILES = /design/flow/design.v
export SDC_FILE = /design/flow/constraint.sdc
export NUM_CORES = 4
export LEC_CHECK = 1
export CORE_AREA = 10 10 111 111
export DIE_AREA = 0 0 121 121
==> tab_implementation.tex <==
% Generated from flow reports
\begin{tabular}{lr}
\hline
Metric & Value \\
\hline
\multicolumn{2}{l}{\textbf{Run status}} \\
\quad Outcome & finished, final reports clean \\
\multicolumn{2}{l}{\textbf{Setup path}} \\
\quad Worst setup EP type & register \\
\quad Critical path data required time & 2.47 ns \\
\quad Arrival time worst endpoint & 1.78 ns \\
\quad Critical Path Source Type & input pin \\
\quad Worst r2r src & uart\_rx.state[3]\$\_SDFF\_PN0\_ \\
\quad Path type of the worst setup path & input pin to register \\
\quad Beginning of the critical path & clk\_en\_16\_x\_baud \\
\quad Maximum fanout along the worst path & 10 \\
\quad Worst reg2reg setup slack & 0.74 ns \\
\quad Count of cells along the worst register-to-register path & 3 \\
\quad R2R Path End & m\_axis\_tvalid\$\_SDFFE\_PN0P\_ \\
\multicolumn{2}{l}{\textbf{Final timing}} \\
\quad Clock period minus final worst setup slack & 1.614 ns \\
\quad Number of pins exceeding their max-slew limit in the final report & 0 \\
\quad Final worst-path setup slack & 0.6857 ns \\
\quad TNS Setup & 0 ns \\
\quad Final setup fails & 0 \\
\quad RSZ-0062 raised after global routing & no \\
\quad Count of unclocked register or latch pins & 4 \\
\quad Max-Slew Margin vs Limit & 0.5413 \\
\quad Final Hold Vio Count & 0 \\
\quad Post-route clock period utilization & 0.7019 \\
\quad Endpoints left unconstrained & 4 \\
\quad Clock skew after layout & 0.003989 ns \\
\quad Fmax & 619.5 MHz \\
\quad Actual slew at the worst max-slew pin & 0.6867 ns \\
\multicolumn{2}{l}{\textbf{Drt}} \\
\quad Diodes inserted & 0 \\
\quad M1 wire length & 1629 µm \\
\quad Total DRC errors in the routed layout & 0 \\
\quad Top sig layer & met4 \\
\quad WL final & approximately 3100 µm \\
\quad Via total after detailed routing & roughly 1100 \\
\quad Pre-Repair DR Iteration Count & 4 \\
\quad Via density & 3.624 \\
\quad Initial drt markers & between 50 and 60 \\
\quad Routed length per instance & 10.06 µm \\
\quad Total met3 wirelength after detailed routing & 279 µm \\
\quad Routed wl met2 & 1192 µm \\
\quad Tally of nets with antenna violations remaining after routing & 0 \\
\multicolumn{2}{l}{\textbf{Clocking}} \\
\quad CTS tree & built \\
\quad Clock tree root driver cell & clkbuf\_8 \\
\quad Clk Latency, worst-skew pair & 0.28 ns \\
\quad Post CTS Setup Buffer Count & 0 \\
\quad CTS clock-pin slew for the worst setup and hold paths & 0.07 ns \\
\quad Clock Path Buffers & 2 \\
\quad CTS Hold Buffers Added & 0 \\
\quad Clock H-tree levels & 2 \\
\quad TritonCTS Buffers & 5 \\
\quad Number of gates resized after cts & 0 \\
\multicolumn{2}{l}{\textbf{Final layout}} \\
\quad Post-route cell area & 0.001951 mm² \\
\quad Area Overhead vs Synth & 21.89\% \\
\quad Ratio of cells with drive above 1 in the final layout & 0.07303 \\
\multicolumn{2}{l}{\textbf{Global route}} \\
\quad Pin count of the biggest net entering global routing & 22 \\
\quad Gr usage total & 0.04533 \\
\quad Total congestion overflow & 0 \\
\quad Via count of the first global-routing pass & about 1200 \\
\quad First-pass GRT wire length & between 5000 and 6000 µm \\
\quad Number of antenna violations at the first check in global routing & 0 \\
\multicolumn{2}{l}{\textbf{Synthesis}} \\
\quad Cell area after technology mapping & 0.001600 mm² \\
\quad Area figure in the yosys stat output & 0.001600 mm² \\
\quad Flop and latch count out of synthesis & 38 \\
\quad Number of warning messages in the yosys log & 2 \\
\quad Number of cells in the yosys synthesis report & 168 \\
\quad Count of different cell masters after synthesis & 34 \\
\quad Flip-flops with a built-in enable & 0 \\
\quad Predominant post-synthesis flop cell & dfxtp\_1 \\
\quad Synthesized instance count & 168 \\
\quad Proportion of register bits with asynchronous set or reset after synthesis & 0 \\
\quad Average size of a mapped cell & $\sim$9.5 µm² \\
\multicolumn{2}{l}{\textbf{Power}} \\
\quad Maximum vdd drop & 0.2003 mV \\
\quad Cell area power density & 631.0 mW/mm² \\
\quad Static Leakage & approximately 0.73 nW \\
\multicolumn{2}{l}{\textbf{Hold path}} \\
\quad Worst hold path startpoint & uart\_rx.data\_out\_reg[5]\$\_SDFFE\_PN0P\_ \\
\quad Hold Path Sink & m\_axis\_tdata[5]\$\_SDFFE\_PN0P\_ \\
\quad Worst min-delay path class & register to register \\
\quad Number of instances on the worst hold path & 2 \\
\multicolumn{2}{l}{\textbf{Floorplanning}} \\
\quad \# rows & 36 \\
\quad Core Region & $\sim$0.0099 mm² \\
\quad Die area & 0.01464 mm² \\
\quad Die height & 121 µm \\
\quad Core utilization before placement & 0.1622 \\
\quad DIE WIDTH & 121 µm \\
\quad Total I/O pin count & 15 \\
\multicolumn{2}{l}{\textbf{Place}} \\
\quad Placed Area & $\sim$0.0018 mm² \\
\quad Quantity of I/O buffers inserted on ports & 14 \\
\quad Post-Place Setup Slack & 0.4072 ns \\
\quad Final GP Congestion & 0.7541 \\
\quad Hpwl dp & 2124 µm \\
\multicolumn{2}{l}{\textbf{Run}} \\
\quad Tool Warnings & 26 \\
\quad Count of max-cap constraint violations & 0 \\
\hline
\end{tabular}
==> kinds of logic (layout without fill, tap and decap cells) <==
kind of cell | after synthesis | count (layout) | synth area share
simple gates | 51 | 51 | 0.1900
compound gates | 46 | 46 | 0.1822
flops | 34 | 34 | 0.4253
buf+inv | 16 | 26 | 0.05941
mux | 10 | 10 | 0.06255
xor+xnor | 5 | 5 | 0.02737
latches | 4 | 4 | 0.03753
fa+ha+maj | 2 | 2 | 0.01563
==> layer usage <==
layer	up-vias	global-route usage
met4	0	0.003771
met5	-	0
met1	498	0.06263
met2	18	0.06361
li1	607	-
met3	4	0.02409
==> worst max-delay path, cell delays in order <==
cell	delay, ns
clkdlybuf4s50_1	0.68
and4b_1	0.31
nand3_4	0.17
mux2i_1	0.16
==> area by class of cell <==
cell class,count,area (µm²)
tap,133,166.4
multi-input combinational,114,764.5
fill,1066,7914
inverter,3,11.26
clock buffer,6,82.58
timing repair buffer,16,155.1
sequential,38,740.7
clock inverter,1,30.03
==> worst max path at each step <==
| stage | slack (ns) | to | cells after the start |
|---|---|---|---|
| finish | 0.69 | uart_rx.shift_reg[6]$_SDFFE_PN0P_ | 4 |
| global route | 0.51 | m_axis_tvalid$_SDFFE_PN0P_ | 3 |
| CTS | 0.69 | uart_rx.shift_reg[6]$_SDFFE_PN0P_ | 4 |
==> metrics by stage <==
stage	hold slack, ns	util	cells	total power, mW
2_1_floorplan	0.4218	-	168	0.6776
3_3_place_gp	0.4452	0.1863	304	0.6928
3_5_place_dp	0.4561	0.1863	304	0.6943
4_1_cts	0.4671	0.1977	311	1.243
5_1_grt	0.4835	0.1977	311	1.284
6_report	0.4648	0.1977	311	1.231
==> synth_stat cells (all sizes together), types with 2 or more instances <==
| library cell | instances | area, µm² |
|---|---|---|
| mux2i | 10 | 100.1 |
| and3 | 8 | 50.05 |
| inv | 3 | 11.26 |
| clkbuf | 3 | 11.26 |
| dfxtp | 34 | 680.7 |
| a211oi | 4 | 30.03 |
| ha | 2 | 25.02 |
| and2 | 4 | 25.02 |
| nand2 | 15 | 56.30 |
| buf | 10 | 72.56 |
| o211ai | 2 | 15.01 |
| dlxtn | 4 | 60.06 |
| nor2 | 3 | 11.26 |
| a21oi | 12 | 60.06 |
| nand3 | 10 | 62.56 |
| xor2 | 3 | 26.28 |
| xnor2 | 2 | 17.52 |
| o21a | 8 | 60.06 |
| o21ai | 10 | 50.05 |
| a21boi | 8 | 60.06 |
| and4bb | 2 | 28.78 |
| nor2b | 2 | 12.51 |
| nand2b | 3 | 18.77 |
==> cell usage in the layout (no fill, tap or decap), types with 2 or more instances in the layout <==
cell type,count
a211oi_1,4
a21boi_0,8
a21oi_1,12
and2_1,4
and3_1,8
buf_4,2
clkbuf_8,6
clkdlybuf4s50_1,14
dfxtp_1,34
dlxtn_1,4
ha_1,2
inv_1,3
mux2i_1,10
nand2_1,15
nand2b_1,3
nand3_1,9
nor2_1,3
nor2b_1,2
o211ai_1,2
o21a_1,8
o21ai_0,10
xnor2_1,2
xor2_1,3
==> power breakdown <==
part	internal (mW)	switching (mW)	leakage [nW]
Sequential	0.603	0.0121	0.306
Combinational	0.0310	0.0361	0.367
Clock	0.346	0.202	0.0573
No activity file was given, so power comes from the tool's default toggle rates.
